**./config.mk**
```make
export PLATFORM = sky130hd
export DESIGN_NAME = Main_FFT
export DESIGN_NICKNAME = Main_FFT
export VERILOG_FILES = /design/flow/design.v
export SDC_FILE = /design/flow/constraint.sdc
export NUM_CORES = 4
export LEC_CHECK = 1
export CORE_UTILIZATION = 50
```
**./constraint.sdc**
```tcl
current_design Main_FFT

set clk_period 9.3
set clk_io_pct 0.2

create_clock -name clk0 -period $clk_period [get_ports {clk}]

set non_clock_inputs [all_inputs -no_clocks]
set_input_delay [expr $clk_period * $clk_io_pct] -clock clk0 $non_clock_inputs
set_output_delay [expr $clk_period * $clk_io_pct] -clock clk0 [all_outputs]
```
**./design.v**
```verilog
`timescale 1ns / 1ps
module Eight_Point_FFT(
    input clk,
    input [15:0] in_1,
    input [15:0] in_2r,
    input [15:0] in_2i,
    input [15:0] in_3,
    input [15:0] in_4r,
    input [15:0] in_4i,
    input [15:0] in_5,
    input [15:0] in_6r,
    input [15:0] in_6i,
    input [15:0] in_7,
    input [15:0] in_8r,
    input [15:0] in_8i,
    output [15:0] out_1r,
    output [15:0] out_1i,
    output [15:0] out_2r,
    output [15:0] out_2i,
    output [15:0] out_3r,
    output [15:0] out_3i,
    output [15:0] out_4r,
    output [15:0] out_4i,
    output [15:0] out_5r,
    output [15:0] out_5i,
    output [15:0] out_6r,
    output [15:0] out_6i,
    output [15:0] out_7r,
    output [15:0] out_7i,
    output [15:0] out_8r,
    output [15:0] out_8i,
    output [255:0] out
    );
    reg [31:0] temp_out1r;
    reg [31:0] temp_out1i;
    wire [15:0] temp1_out2r;
    wire [15:0] temp1_out2i;
    reg [31:0] temp_out2r;
    reg [31:0] temp_out2i;
    reg [31:0] temp_out3r;
    reg [31:0] temp_out3i;
    wire [15:0] temp1_out4r;
    wire [15:0] temp1_out4i;
    reg [31:0] temp_out4r;
    reg [31:0] temp_out4i;
    reg [31:0] temp_out5r;
    reg [31:0] temp_out5i;
    wire [15:0] temp1_out6r;
    wire [15:0] temp1_out6i;
    reg [31:0] temp_out6r;
    reg [31:0] temp_out6i;
    reg [31:0] temp_out7r;
    reg [31:0] temp_out7i;
    wire [15:0] temp1_out8r;
    wire [15:0] temp1_out8i;
    reg [31:0] temp_out8r;
    reg [31:0] temp_out8i;
    reg [15:0] a;
    complex_mul_fixed #(.len(16)) m0(.in1_r(in_6r), .in1_i(in_6i), .flag_sign(1'b1), .out_r(temp1_out2r), .out_i(temp1_out2i));
    complex_mul_fixed #(.len(16)) m1(.in1_r(in_8r), .in1_i(in_8i), .flag_sign(1'b0), .out_r(temp1_out4r), .out_i(temp1_out4i));
    complex_mul_fixed #(.len(16)) m2(.in1_r(in_6r), .in1_i(in_6i), .flag_sign(1'b1), .out_r(temp1_out6r), .out_i(temp1_out6i));
    complex_mul_fixed #(.len(16)) m3(.in1_r(in_8r), .in1_i(in_8i), .flag_sign(1'b0), .out_r(temp1_out8r), .out_i(temp1_out8i));
    always @(posedge clk) begin 
    temp_out1r = {in_1[7:0], 8'b0000_0000} + {in_5[7:0], 8'b0000_0000};
    temp_out1i = 32'd0;
    temp_out2r = {in_2r[7:0], 8'b0000_0000} + temp1_out2r;
    temp_out2i = {in_2i[7:0],8'b0000_0000} + temp1_out2i;
    temp_out3r = {in_3[7:0], 8'b0000_0000};
    temp_out3i = -{in_7[7:0], 8'b0000_0000};
   temp_out4r = {in_4r[7:0], 8'b0000_0000} + temp1_out4r;
   temp_out4i = {in_4i[7:0], 8'b0000_0000} + temp1_out4i;
    temp_out5r = -{in_5[7:0], 8'b0000_000} + {in_1[7:0], 8'b0000_0000};
    temp_out5i = 32'd0;
   temp_out6r = -temp1_out6r + {in_2r[7:0], 8'b0000_0000};
   temp_out6i = -temp1_out6i + {in_2i[7:0], 8'b0000_0000};
   temp_out7r = {in_3[7:0], 8'b0000_0000};
   temp_out7i = {in_7[7:0], 8'b0000_0000}; 
   temp_out8r = -temp1_out8r + {in_4r[7:0], 8'b0000_0000};
   temp_out8i = -temp1_out8i + {in_4i[7:0], 8'b0000_0000};
    end 
    assign out_1r = temp_out1r[15:0];
    assign out_1i = temp_out1i[15:0];
    assign out_2r = temp_out2r[15:0];
    assign out_2i = temp_out2i[15:0];
    assign out_3r = temp_out3r[15:0];
    assign out_3i = temp_out3i[15:0];
    assign out_4r = temp_out4r[15:0];
    assign out_4i = temp_out4i[15:0];
    assign out_5r = temp_out5r[15:0];
    assign out_5i = temp_out5i[15:0];
    assign out_6r = temp_out6r[15:0];
    assign out_6i = temp_out6i[15:0];
    assign out_7r = temp_out7r[15:0];
    assign out_7i = temp_out7i[15:0];
    assign out_8r = temp_out8r[15:0];
    assign out_8i = temp_out8i[15:0];
    assign out = {out_1r, out_1i,out_2r, out_2i,out_3r, out_3i,out_4r, out_4i,out_5r, out_5i,out_6r, out_6i,out_7r, out_7i,out_8r, out_8i};
endmodule
`timescale 1ns / 1ps
module Four_Point_FFT(
    input clk,
    input [15:0] in_1,
    input [15:0] in_2,
    input [15:0] in_3,
    input [15:0] in_4,
    output [15:0] out_1,
    output [15:0] out_2_r,
    output [15:0] out_2_i,
    output [15:0] out_3,
    output [15:0] out_4_r,
    output [15:0] out_4_i
    );
    reg [31:0] temp_out1;
    reg [31:0] temp_out3;
    reg [31:0] temp_out2_r;
    reg [31:0] temp_out2_i;
    reg [31:0] temp_out4_r;
    reg [31:0] temp_out4_i;
    always @(posedge clk) begin 
    temp_out1 = in_1 + in_3;
    temp_out3 = -in_3 + in_1;
    temp_out2_r = in_2;
    temp_out2_i = -in_4;
    temp_out4_r = in_2;
    temp_out4_i = in_4;
    end 
    assign out_1 = temp_out1;
    assign out_3 = temp_out3;
    assign out_2_r = temp_out2_r;
    assign out_2_i = temp_out2_i;
    assign out_4_r = temp_out4_r;
    assign out_4_i = temp_out4_i;
endmodule
`timescale 1ns / 1ps
module Main_FFT(
    input clk,
    input [15:0] in0,in1, in2, in3, in4, in5, in6, in7, 
    output[15:0] out1r, out1i,out2r, out2i,out3r, out3i,out4r, out4i,out5r, out5i,out6r, out6i,out7r, out7i,out8r, out8i   
    );
    wire [15:0] out_2_1;
    wire [15:0] out_2_2;
    wire [15:0] out_2_3;
    wire [15:0] out_2_4;
    wire [15:0] out_2_5;
    wire [15:0] out_2_6;
    wire [15:0] out_2_7;
    wire [15:0] out_2_8;
    Two_Point_FFT two_1(.clk(clk) , .in_1(in0), .in_2(in4), .out_1(out_2_1), .out_2(out_2_2));
    Two_Point_FFT two_2(.clk(clk) , .in_1(in2), .in_2(in6), .out_1(out_2_3), .out_2(out_2_4));
    Two_Point_FFT two_3(.clk(clk) , .in_1(in1), .in_2(in5), .out_1(out_2_5), .out_2(out_2_6));
    Two_Point_FFT two_4(.clk(clk) , .in_1(in3), .in_2(in7), .out_1(out_2_7), .out_2(out_2_8));
    wire [15:0] out_4_1;
    wire [15:0] out_4_2_r;
    wire [15:0] out_4_2_i;
    wire [15:0] out_4_3;
    wire [15:0] out_4_4_r;
    wire [15:0] out_4_4_i;
    wire [15:0] out_4_5;
    wire [15:0] out_4_6_r;
    wire [15:0] out_4_6_i;
    wire [15:0] out_4_7;
    wire [15:0] out_4_8_r;
    wire [15:0] out_4_8_i;
    Four_Point_FFT four_1(.clk(clk), .in_1(out_2_1), .in_2(out_2_2), .in_3(out_2_3), .in_4(out_2_4), .out_1(out_4_1), .out_2_r(out_4_2_r), .out_2_i(out_4_2_i), .out_3(out_4_3), .out_4_r(out_4_4_r), .out_4_i(out_4_4_i));
    Four_Point_FFT four_2(.clk(clk), .in_1(out_2_5), .in_2(out_2_6), .in_3(out_2_7), .in_4(out_2_8), .out_1(out_4_5), .out_2_r(out_4_6_r), .out_2_i(out_4_6_i), .out_3(out_4_7), .out_4_r(out_4_8_r), .out_4_i(out_4_8_i));
    wire [15:0] out_8_1_r;
    wire [15:0] out_8_1_i;
    wire [15:0] out_8_2_r;
    wire [15:0] out_8_2_i;
    wire [15:0] out_8_3_r;
    wire [15:0] out_8_3_i;
    wire [15:0] out_8_4_r;
    wire [15:0] out_8_4_i;
    wire [15:0] out_8_5_r;
    wire [15:0] out_8_5_i;
    wire [15:0] out_8_6_r;
    wire [15:0] out_8_6_i;
    wire [15:0] out_8_7_r;
    wire [15:0] out_8_7_i;
    wire [15:0] out_8_8_r;
    wire [15:0] out_8_8_i;
    Eight_Point_FFT eight_1(
    .clk(clk),.in_1(out_4_1), .in_2r(out_4_2_r), .in_2i (out_4_2_i),.in_3(out_4_3), .in_4r(out_4_4_r),
    .in_4i(out_4_4_i),.in_5(out_4_5),.in_6r(out_4_6_r),.in_6i(out_4_6_i),.in_7(out_4_7),.in_8r(out_4_8_r), .in_8i(out_4_8_i),
    .out_1r(out_8_1_r),
    .out_1i(out_8_1_i),
    .out_2r(out_8_2_r),
    .out_2i(out_8_2_i),
    .out_3r(out_8_3_r),
    .out_3i(out_8_3_i),
    .out_4r(out_8_4_r),
    .out_4i(out_8_4_i),
    .out_5r(out_8_5_r),
    .out_5i(out_8_5_i),
    .out_6r(out_8_6_r),
    .out_6i(out_8_6_i),
    .out_7r(out_8_7_r),
    .out_7i(out_8_7_i),
    .out_8r(out_8_8_r),
    .out_8i(out_8_8_i)
    );
    assign out1r = out_8_1_r;
    assign out1i = out_8_1_i;
    assign out2r = out_8_2_r;
    assign out2i = out_8_2_i;
    assign out3r = out_8_3_r;
    assign out3i = out_8_3_i;
    assign out4r = out_8_4_r;
    assign out4i = out_8_4_i;
    assign out5r = out_8_5_r;
    assign out5i = out_8_5_i;
    assign out6r = out_8_6_r;
    assign out6i = out_8_6_i;
    assign out7r = out_8_7_r;
    assign out7i = out_8_7_i;
    assign out8r = out_8_8_r;
    assign out8i = out_8_8_i;
endmodule
`timescale 1ns / 1ps
module Two_Point_FFT(
    input clk,
    input [15:0] in_1,
    input [15:0] in_2,
    output [15:0] out_1,
    output [15:0] out_2
    );
    reg [31:0] temp_out1;
    reg [31:0] temp_out2;
    always @(posedge clk) begin    
       temp_out1 <= in_1 + in_2;
       temp_out2 <= -in_2 + in_1;
    end 
    assign out_1 = temp_out1[15:0];
    assign out_2 = temp_out2[15:0];
endmodule
`timescale 1ns / 1ps
module complex_mul_fixed #(parameter len=16)(
    input [len-1:0] in1_r,  
    input [len-1:0] in1_i,  
    input flag_sign,
    output [len-1:0] out_r,
    output [len-1:0] out_i
    );
    parameter signed [15:0] const_1 = 16'd181;
    reg signed [31:0] product_real;
    reg signed [31:0] product_imag;
    always @* begin
    if(flag_sign) begin
        product_real <= (in1_r + in1_i) * const_1;
        product_imag <= -(in1_r - in1_i) * const_1;
        end 
    else begin
        product_real = -(in1_r - in1_i) * const_1;
        product_imag =  -(in1_r + in1_i) * const_1;
    end 
    end 
    assign out_r = product_real[15:0];
    assign out_i = product_imag[15:0];
endmodule
```
**./run.sh**
```bash
#!/bin/bash
# OpenROAD 26Q1-2900-gdf79404cd8, Yosys 0.63+post, stock flow scripts
make -C /OpenROAD-flow-scripts/flow DESIGN_CONFIG=/design/flow/config.mk WORK_HOME=/design/flow/orfs finish
```
==> impl_metrics.py <==
# Physical implementation metrics
metrics = {
    "clocking": {
        "ctsResizeCount": 0,
        "cts_hold_buffers": 0,
        "cts_buffers": 38,
        "cts_tree": "built",
        "cts.clk_slew.worst_paths_ns": 0.06,
        "cts_setup_buffers": 0,
        "htree_levels": 2,
        "cts_root_buf": "clkbuf_16",
        "cts.sinks": 335,
        "clk_path_buf_depth": 3,
        "clk-insertion-delay-late_ns": 0.57,
    },
    "critical_path": {
        "worst-r2r-setup-slack_ns": 1.77,
        "required_ns": 9.73,
        "critPathKind": "register to register",
        "worst-r2r-cell-count": 25,
        "worst_path_max_delay_cell": "a2111oi_0",
        "arrival_ns": 7.97,
        "slowest_delay_ns": 0.69,
        "cp-end-kind": "register",
        "start_kind": "register",
        "cp_max_fo": 7,
        "r2r_start": "four_2.temp_out2_r[1]",
        "rr_endpoint": "eight_1.temp_out4i[15]",
    },
    "place": {
        "place.detailed.hpwl_um": 43800,
        "io_buffer_count": 272,
        "place.gp.congestion": 0.920,
    },
    "logic_synthesis": {
        "syn_inst": 2615,
        "largest_area_cell": "dfxtp_1",
        "most_common_cell": "inv_1",
        "ff_type": "dfxtp_1",
        "ys_async_sr_fraction_pct": 0,
        "edf_count": 0,
        "numSynthFlops": 335,
        "ys_warn_count": 4,
        "ys_cells": 2615,
        "syn_area_mm2": 0.0247,
        "common_cells": "479 x inv_1, 417 x ha_1, 335 x dfxtp_1, 223 x xnor2_1, 184 x nor2_1",
        "postSynthSeqShare_pct": 27.2,
        "ys_area_mm2": 0.0247,
        "ys_types": 74,
        "syn-mean-instance-area_um2": 9.44,
        "top_cell_area_share_pct": 27.2,
        "area_leaders": "dfxtp_1 27%, ha_1 21%, fa_1 9.9%",
    },
    "sta": {
        "maxSlewHeadroom_pct": 48.3,
        "worst_pin_slew_ns": 0.755,
        "drv_slew": 0,
        "tns_ns": 0,
        "max_clock_freq_ghz": 0.133,
        "rsz0062_at_grt": "false",
        "finalCriticalPeriod_ns": 7.53,
        "fin_crit_sh_pct": 81.0,
        "finClkSkew_ns": 0.0180,
        "setup_viol": 0,
        "hold_viol": 0,
        "hold_slack_ns": 0.320,
    },
    "floorplanning": {
        "coreArea_mm2": 0.0488,
        "die_x_um": 224,
        "ios": 385,
        "initial_core_util_pct": 50.5,
        "rows": 81,
        "die_y_um": 224,
        "die-area_mm2": 0.0503,
    },
    "detailed_routing": {
        "dr.pass1.iters": 5,
        "viasPerCell": 4.70,
        "ant_nets": 0,
        "post_drt_wl_per_cell_um": 14.4,
        "drc_errors": 0,
        "drt-total-wl_um": 51500,
        "initialDrtViolationCount": 585,
        "via_count": 16800,
    },
    "min_path": {
        "worstHoldPathType": "register to register",
        "min_from": "two_3.temp_out2[10]",
        "hold_end": "four_2.temp_out2_r[10]",
        "min_path_cells": 0,
    },
    "final_layout": {
        "drive_gt1_share_pct": 2.71,
        "syn_to_final_growth_pct": 17.5,
        "nFillCells": 4105,
    },
    "status": {
        "status": "complete, no violations",
    },
    "global_routing": {
        "antenna_found_initial": 2,
        "grt-ovfl-total": 0,
        "grt.total_usage_pct": 21.8,
        "grt_pass1_wl_um": 83100,
        "use_met2_pct": 35.1,
        "grt_util_met3_pct": 3.99,
        "grt.busiest_layer": "met2",
        "use_met1_pct": 31.9,
        "grt_pass1_vias": 16800,
        "grt_max_degree": 23,
    },
    "flow_run": {
        "warnings": 171,
        "maxCapViolations": 0,
    },
}
## registers in the layout, summed over array words and instances (netlist names), 15 cells and up
name,flops
eight_1.temp_out2r,16
eight_1.temp_out6i,15
eight_1.temp_out4r,15
four_2.temp_out2_i,16
eight_1.temp_out6r,15
four_2.temp_out4_i,15
eight_1.temp_out2i,15
eight_1.temp_out8r,15
eight_1.temp_out8i,15
two_3.temp_out2,15
eight_1.temp_out4i,15
two_4.temp_out2,15
four_2.temp_out2_r,16
## cells in the final DEF (no fill, tap or decap), types with 5 or more instances in the layout
| cell | instances |
|---|---|
| a21o_1 | 55 |
| nor3b_1 | 5 |
| nor2_1 | 184 |
| clkbuf_16 | 38 |
| clkinv_2 | 6 |
| nand2_1 | 41 |
| conb_1 | 80 |
| and3_1 | 14 |
| a21boi_0 | 6 |
| xnor2_1 | 223 |
| a21oi_1 | 144 |
| clkbuf_1 | 5 |
| o21ai_1 | 5 |
| o21ai_0 | 31 |
| dfxtp_1 | 335 |
| o31ai_1 | 13 |
| inv_1 | 479 |
| a31oi_1 | 8 |
| nand2b_1 | 17 |
| nand4_1 | 6 |
| ha_1 | 417 |
| o21a_1 | 11 |
| xor2_1 | 144 |
| or4_1 | 6 |
| o21bai_1 | 63 |
| fa_1 | 122 |
| nor4_1 | 9 |
| nand3_1 | 16 |
| clkdlybuf4s50_1 | 272 |
| or3_1 | 11 |
| clkbuf_8 | 8 |
| nor2b_1 | 22 |
| a211oi_1 | 6 |
| nor3_1 | 35 |
## how the worst max path moves through the flow
stage                startpoint                     end  slack (ns)  cells after the start
4_1_cts   four_2.temp_out2_r[1]  eight_1.temp_out4i[15]        1.78                     25
5_1_grt   four_2.temp_out2_r[2]  eight_1.temp_out4i[15]        1.32                     28
6_report  four_2.temp_out2_r[1]  eight_1.temp_out4i[15]        1.77                     25
## per-stage QoR
stage	utilization (%)	instance area (um^2)	cells	setup WS, ns
finish	59.4	29000	3583	1.77
global route	59.4	29000	3582	1.32
CTS	59.4	29000	3582	1.78
detailed placement	56.7	27700	3517	1.84
global placement	56.7	27700	3517	1.93
floorplan	-	25000	2694	2.69
## cells by family after synthesis
logic type	synth area share, %
adders and majority gates	31.0
DFF	27.2
muxes	0.0456
AOI/OAI and AO/OA	10.1
buffers and inverters	10.6
and+or+nand+nor	7.72
other	0.0152
xor gates and xnor gates	13.3
## worst max-delay path, delay by kind of cell (launching register included)
kind | cells | cell delay (ns)
simple gates | 3 | 0.45
xor+xnor | 3 | 0.80
buf+inv | 3 | 0.25
flops | 1 | 0.54
compound gates | 8 | 2.02
fa+ha+maj | 8 | 3.31
## area by class of cell
type | count | area (um^2) | share of cell area [%]
antenna | 1 | 2.50 | 0.00863
inverter | 479 | 1800 | 6.20
clock buffer | 51 | 1080 | 3.72
timing repair buffer | 273 | 2730 | 9.42
tap | 664 | 831 | 2.87
clock inverter | 14 | 194 | 0.669
sequential | 335 | 6710 | 23.1
multi-input combinational | 1766 | 15700 | 54.0
## per-layer routing
layer  wire [um]  vias to the layer above
li1            -                     8784
met4        1070                        0
met2       23800                      317
met3        2540                       59
met1       24100                     7673
met5           0                        -
