## flow/design.v

```verilog
`timescale 1ns / 1ps
module map(in, out1, out2, out3) ;
	input [7:0] in;
	output [3:0] out1;
	output [3:0] out2;
	output [3:0] out3;
	assign out1 = in/3'd100;
	assign out3 = in%2'd10;
	assign out2 = (in%3'd100)/2'd10;
endmodule
module debouncer(
    input clk,  
    input PB,   
     output reg PB_state   
);
reg PB_sync_0;
always @(posedge clk) PB_sync_0 <= PB;
reg PB_sync_1;
always @(posedge clk) PB_sync_1 <= PB_sync_0;
reg [15:0] PB_cnt;
always @(posedge clk)
if(PB_state==PB_sync_1)
    PB_cnt <= 0;
else
begin
    PB_cnt <= PB_cnt + 1'b1; 
    if(PB_cnt == 16'hffff) PB_state <= ~PB_state; 
end
endmodule
module ALU(
    input [3:0] select, input pb_A, pb_B, clk,
    output reg [7:0] out_put, 
	 output reg [7:0] A, B,  
    output carry_flag
    );
	 reg [1:0] state = 2'b00;
	 reg [1:0] state_b = 2'b00;
	 debouncer db1(clk, pb_A, select_a);
	 debouncer db2(clk, pb_B, select_b);
	 always@(posedge clk)
		case(state)
			2'b00:
			if (select_a) begin 
			state <= 2'b01;
			A <= 8'b00000000;
			end
			else 
			begin 
			state <= 2'b00;
			A <= 8'b00000000;
			end 
			2'b01:
			if (select_a) begin
			state <= 2'b10;
			A <= 8'b00000010;
			end
			else 
			begin 
			state <= 2'b01;
			A <= 8'b00000010;
			end 
			2'b10:
			if (select_a) begin
			state <= 2'b11;
			A <= 8'b00000011;
			end
			else 
			begin 
			state <= 2'b10;
			A <= 8'b00000011;
			end 
			2'b11:
			if (select_a) begin
			state <= 2'b00;
			A <= 8'b00000111;
			end
			else 
			begin 
			state <= 2'b11;
			A <= 8'b00000111;
			end 
			default: A<=8'b00000000;
		endcase
		always@(posedge clk)
		case(state_b)
			2'b00:
			if (select_b) begin 
			state_b <= 2'b01;
			B <= 8'b00000001;
			end
			else 
			begin 
			state_b <= 2'b00;
			B <= 8'b00000001;
			end 
			2'b01:
			if (select_b) begin
			state_b <= 2'b10;
			B <= 8'b00000011;
			end
			else 
			begin 
			state_b <= 2'b01;
			B <= 8'b00000011;
			end 
			2'b10:
			if (select_b) begin
			state_b <= 2'b11;
			B <= 8'b00000101;
			end
			else 
			begin 
			state_b <= 2'b10;
			B <= 8'b00000101;
			end 
			2'b11:
			if (select_b) begin
			state_b <= 2'b00;
			B <= 8'b00000011;
			end
			else 
			begin 
			state_b <= 2'b11;
			B <= 8'b00000011;
			end 
			default: B<= 8'b00000000;
		endcase
		always@(*)
        case(select)
        4'b0000:  
           out_put = A+B ; 
        4'b0001:  
           out_put = A - B ;
        4'b0010:  
           out_put = A * B;
        4'b0011:  
           out_put = A+B;
        4'b0100:  
           out_put = A<<1;
         4'b0101:  
           out_put = A>>1;
         4'b0110:  
           out_put = {A[6:0],A[7]};
         4'b0111:  
           out_put = {A[0],A[7:1]};
          4'b1000:  
           out_put = A & B;
          4'b1001:  
           out_put = A | B;
          4'b1010:  
           out_put = A ^ B;
          4'b1011:  
           out_put = ~(A | B);
          4'b1100:  
           out_put = ~(A & B);
          4'b1101:  
           out_put = ~(A ^ B);
          4'b1110:  
           out_put = (A>B)?8'd1:8'd0 ;
          4'b1111:  
            out_put = (A==B)?8'd1:8'd0 ;
          default: out_put = A + B ; 
        endcase
endmodule
module ALU_LCD( rst, clk, sf_e, e, rs, rw, d, c, b, a );
    (* LOC = "C9" *)  input clk;  
	(* LOC = "H13" *) input rst;
    (* LOC = "D16" *) output reg sf_e;  
    (* LOC = "M18" *) output reg e;  
    (* LOC = "L18" *) output reg rs;  
    (* LOC = "L17" *) output reg rw;  
    (* LOC = "M15" *) output reg d;  
    (* LOC = "P17" *) output reg c;  
    (* LOC = "R16" *) output reg b;  
    (* LOC = "R15" *) output reg a;  
	wire [7:0] out_put,A,B;
	wire carry_flag;
	reg [ 26 : 0 ] count = 0;	 
	reg [ 5 : 0 ] code;			 
	reg refresh;					 
	wire [3:0] a1,a2,a3,b1,b2,b3,o1,o2,o3;
	map m1(out_put, o1,o2,o3);
    map m2(A, a1,a2,a3);
    map m3(B, b1,b2,b3);
    ALU uut (
		.select(select), 
		.A(A), 
		.B(B), 
		.out_put(out_put), 
		.carry_flag(carry_flag)
	);
	always @ (posedge clk) begin
		count <= count +1;
		case ( count[ 22 : 17 ] )	 
			0: code <= 6'h03;			 
			1: code <= 6'h03;			 
			2: code <= 6'h03;			 
			3: code <= 6'h02;			 
			4: code <= 6'h02;			 
			5: code <= 6'h08;			 
			6: code <= 6'h00; 		 
			7: code <= 6'h06;			 
			8: code <= 6'h00;			 
			9: code <= 6'h0C;			 
			10: code <= 6'h00;		 
			11: code <= 6'h01;		 
			12: code <= 6'h24;		 
			13: code <= 6'h21;
			14: code <= 6'h24;		 
			15: code <= 6'h2C;
			16: code <= 6'h25;		 
			17: code <= 6'h25;
			18: code <= 6'h26;		 
			19: code <= 6'h25;
			20: code <= 6'h27;		 
			21: code <= 6'h2A;
			22: code <= 6'b100100;		 
			23: code <= 6'b100011;
			24: code <= 6'b100100;		 
			25: code <= 6'b100110;
			26: code <= 6'b001100;	 
			27: code <= 6'b000000;	 
			28: code <= 6'h23;		 
			29: code <= {2'b10, a1};
			30: code <= 6'h23;		 
			31: code <= {2'b10, a2};
			32: code <= 6'h23;		 
			33: code <= {2'b10, a3};
			34: code <= 6'h23;		 
			35: code <= {2'b10, b1};
			36: code <= 6'h23;		 
			37: code <= {2'b10, b2};
			38: code <= 6'h23;		 
			39: code <= {2'b10, b3};
			40: code <= 6'h23;		 
			41: code <= {2'b10, o1};
			42: code <= 6'h23;		 
			43: code <= {2'b10, o2};
			44: code <= 6'h23;		 
			45: code <= {2'b10, o3};
			46: code <= 6'h23;		 
			47: code <= {4'b1000, carry_flag};
			default: code <= 6'h10;	 
		endcase
			refresh <= count[ 16 ];  
			sf_e <= 1;
			{ e, rs, rw, d, c, b, a } <= { refresh, code };
	end  
endmodule
```

## flow/run.sh

```bash
#!/bin/bash
# OpenROAD 26Q1-2900-gdf79404cd8, Yosys 0.63+post, stock flow scripts
make -C /OpenROAD-flow-scripts/flow DESIGN_CONFIG=/design/flow/config.mk WORK_HOME=/design/flow/orfs finish
```

## flow/config.mk

```make
export PLATFORM = sky130hd
export DESIGN_NAME = ALU_LCD
export DESIGN_NICKNAME = ALU_LCD
export VERILOG_FILES = /design/flow/design.v
export SDC_FILE = /design/flow/constraint.sdc
export NUM_CORES = 4
export LEC_CHECK = 1
export CORE_AREA = 10 10 111 111
export DIE_AREA = 0 0 121 121
```

## flow/constraint.sdc

```tcl
current_design ALU_LCD

set clk_period 2.8
set clk_io_pct 0.2

create_clock -name clk0 -period $clk_period [get_ports {clk}]

set non_clock_inputs [all_inputs -no_clocks]
set_input_delay [expr $clk_period * $clk_io_pct] -clock clk0 $non_clock_inputs
set_output_delay [expr $clk_period * $clk_io_pct] -clock clk0 [all_outputs]
```

==> impl_metrics.csv <==
group,metric,value,unit
outcome,outcome,"completed",
clock_network,clk_latency,280,ps
logic_synthesis,ys_async_sr_fraction,0,%
setup_path,reg2reg_from,"count[0]$_DFF_P_",
setup_path,slowest_stage,"nor4_4",
global_routing,grt_usage,2.97,%
setup_path,r2r-end,"count[22]$_DFF_P_",
job,warnings,26,
placement,dpl-instance-area,1660,µm²
clock_network,cts.sinks,37,
logic_synthesis,synth_top_cell_by_area,"dfxtp_1",
final_layout,combGateArea,658,µm²
setup_path,critPathLaunchType,"register",
worst_hold_path,min_path_type,"register to register",
setup_path,cp-end-kind,"register",
global_routing,grt_pass1_wl,3830,µm
final_timing,setup_ws,1140,ps
setup_path,critPathMaxFanout,6,
power_and_ir_drop,combPwrFrac,0,%
clock_network,clk_path_buf_depth,2,
power_and_ir_drop,irDropWorstVdd,261,µV
final_layout,flop_area,741,µm²
drt,routedWlPerCell,7.85,µm
floorplan,rows,36,
placement,place_congestion,0.779,
clock_network,cts_buffers,5,
final_layout,fin_util,17.9,%
floorplan,core,9860,µm²
drt,detailedRoute.firstPassIterationCount,4,
setup_path,setup.worst_path.start,"count[0]$_DFF_P_",
clock_network,path_clk_slew,70,ps
logic_synthesis,edf_count,0,
final_timing,worstMarginPinSlew,549,ps
placement,portBuffers,7,
floorplan,io_pins,10,
setup_path,worstPathRequired,2970,ps
final_timing,slew_violations,0,
floorplan,die_h,121,µm
final_layout,final_cells,287,
logic_synthesis,yosysWarnings,16,
power_and_ir_drop,clockPowerShare,42.8,%
power_and_ir_drop,internal_power,0.748,mW
floorplan,initial_core_util,14.8,%
logic_synthesis,synth_cell_type_count,39,
final_timing,min_period,1660,ps
global_routing,grt-ovfl-total,0,
power_and_ir_drop,switching_share,18.7,%
clock_network,cts_tree,"built",
clock_network,cts_hold_buf,0,
logic_synthesis,yosysTopAreaCellShare,50.6,%
setup_path,reg2reg_slack,1140,ps
clock_network,post_cts_buffers,0,
drt,num_vias,996,
power_and_ir_drop,leakage,0.555,nW
drt,drtAntennaViolNets,0,
setup_path,r2r_cells,5,
placement,placed_cells_incl_taps,279,
logic_synthesis,ys_seq_share,50.6,%
setup_path,path_cells,"ha_1 -> inv_1 -> nor4_4 -> nand4_1 -> xnor2_1",
clock_network,cts_resized,0,
logic_synthesis,syn_area,1460,µm²
final_timing,fin_skew,7.89,ps
global_routing,antenna_found_initial,0,
final_layout,design_area,1760,µm²
final_layout,synthToLayoutAreaGrowth,20.4,%
final_timing,grt_setup_unrepaired,"false",
final_layout,final_layout_top_logic_cells,"37 x dfxtp_1, 16 x xnor2_1, 10 x nand2_1, 10 x nor2_1, 8 x nand3_1",
drt,drt_wl_total,2250,µm
clock_network,htreeDepth,2,
power_and_ir_drop,p_switching,0.172,mW
placement,hpwl,1530,µm
logic_synthesis,ys_chip_area,1460,µm²
drt,drc,0,
final_timing,tns,0,ps
logic_synthesis,synth_cells,148,
global_routing,grt_start_max_net_pins,18,
logic_synthesis,ys.flops,37,
global_routing,grt_pass1_vias,870,
logic_synthesis,ff_type,"dfxtp_1",
setup_path,critPathMaxStageDelay,460,ps
placement,place_ws,1150,ps
final_timing,fmax,0.603,GHz
final_layout,fill_cells,1070,
floorplan,fp.dieW,121,µm
power_and_ir_drop,p_seq_share,57.2,%
power_and_ir_drop,powerDensity,522,nW/µm²
job,max_cap_violations,0,
logic_synthesis,ys_cells,148,
logic_synthesis,syn_area_per_cell,9.89,µm²
final_timing,hold_violations,0,
final_timing,relSlewSlack,63.4,%
final_layout,drive_gt1_share,8.44,%
logic_synthesis,topCellsByArea,"dfxtp_1 51%, xnor2_1 9.6%, xor2_1 3.0%",
final_timing,setup_viol,0,
clock_network,cts_root_buffer,"clkbuf_8",
final_timing,timing.final.crit_share,59.3,%
floorplan,die_area,14600,µm²
setup_path,arrival,1830,ps
setup_path,crit_type,"register to register",
final_layout,mostFrequentLayoutCell,"dfxtp_1",
drt,via_per_inst,3.47,
drt,drt_iter0_markers,38,
drt,antennaDiodeCount,0,
setup_path,critPathCapture,"count[22]$_DFF_P_",
critical path, delay by kind of cell, from the launching register on:
family                   cells  cell delay [ps]
buffers and inverters        1              100
AND/OR/NAND/NOR              2              640
XOR/XNOR                     1              170
adder cells (fa/ha/maj)      1              270
flip-flops                   1              370
Yosys cell counts (2+ instances only):
| cell | number |
|---|---|
| nand3_1 | 8 |
| a21oi_1 | 5 |
| inv_1 | 6 |
| nand2_1 | 10 |
| o21ai_1 | 3 |
| and4_1 | 3 |
| xor2_1 | 5 |
| clkbuf_1 | 6 |
| o21a_1 | 2 |
| nor4_4 | 2 |
| o21ai_0 | 4 |
| nor4_1 | 2 |
| dfxtp_1 | 37 |
| nor2_1 | 10 |
| xnor2_1 | 16 |
| nand4b_1 | 2 |
| nand4_1 | 5 |
through the flow:
stage | hold WS [ps] | total power [mW]
detailed placement | 315 | 0.538
floorplan | 310 | 0.539
CTS | 330 | 0.935
global placement | 311 | 0.538
global route | 334 | 0.956
finish | 327 | 0.920
worst min-delay path by stage:
stage                   start   endpoint  slack (ps)  cells past startpoint
global route  code[1]$_DFF_P_  b$_DFF_P_         330                      0
finish        code[1]$_DFF_P_  b$_DFF_P_         330                      0
CTS           code[1]$_DFF_P_  b$_DFF_P_         330                      0
registers in the layout, summed over array words and instances, names as in the netlist:
register	flops
count	23
code	6
rs	1
refresh	1
b	1
e	1
a	1
c	1
rw	1
d	1
cell type report:
| class | count | area share (%) |
|---|---|---|
| flip-flops and latches | 37 | 42.0 |
| repair buffers | 7 | 3.97 |
| clock buffers | 7 | 5.46 |
| multi-input cells | 95 | 37.3 |
| well taps | 133 | 9.44 |
| clock inverters | 1 | 0.284 |
| inverters | 7 | 1.49 |
power by group through the flow:
| stage | clock network, mW | registers (mW) | logic [mW] |
|---|---|---|---|
| final | 0.394 | 0.526 | 0.0000606 |
| after global routing | 0.430 | 0.526 | 0.000181 |
| after CTS | 0.409 | 0.526 | 0.000110 |
layer usage:
layer / wire length, µm / GRT usage (%)
met3: 116 / 0.756
met1: 1160 / 4.19
met2: 929 / 4.46
met4: 46 / 0.679
met5: 0 / 0
logic make-up (layout without fill, tap and decap cells):
logic type / Yosys count / count (layout) / synth area share (%)
AND-OR/OR-AND: 20 / 20 / 8.21
XOR/XNOR: 21 / 21 / 12.6
adder cells (fa/ha/maj): 1 / 1 / 0.855
buffers and inverters: 16 / 22 / 4.44
flip-flops: 37 / 37 / 50.6
multiplexers: 1 / 1 / 0.684
other: 1 / 1 / 0.256
AND/OR/NAND/NOR: 51 / 51 / 22.4
Power is estimated from default activity; no workload was simulated.
